[flow/constraint.sdc]
current_design binary_to_bcd

set clk_period 6.1
set clk_io_pct 0.2

create_clock -name clk0 -period $clk_period

set non_clock_inputs [all_inputs -no_clocks]
set_input_delay [expr $clk_period * $clk_io_pct] -clock clk0 $non_clock_inputs
set_output_delay [expr $clk_period * $clk_io_pct] -clock clk0 [all_outputs]
[flow/config.mk]
export PLATFORM = sky130hd
export DESIGN_NAME = binary_to_bcd
export DESIGN_NICKNAME = binary_to_bcd
export VERILOG_FILES = /design/flow/design.v
export SDC_FILE = /design/flow/constraint.sdc
export NUM_CORES = 4
export LEC_CHECK = 1
export CORE_AREA = 10 10 70 70
export DIE_AREA = 0 0 80 80
[flow/run.sh]
#!/bin/bash
# OpenROAD 26Q1-2900-gdf79404cd8, Yosys 0.63+post, stock flow scripts
make -C /OpenROAD-flow-scripts/flow DESIGN_CONFIG=/design/flow/config.mk WORK_HOME=/design/flow/orfs finish
[flow/design.v]
`timescale 1ns / 1ps
module binary_to_bcd(binary, bcd);
	parameter BITS_IN = 8;
	parameter DIGITS_OUT = 3;
	input [BITS_IN-1:0] binary;
	output reg [4*DIGITS_OUT-1:0] bcd;
	integer b, d;
	always @(binary)
	begin
		bcd = 0;
		for (b = BITS_IN - 1; b >= 0; b = b - 1)
		begin
			for (d = 0; d < DIGITS_OUT; d = d + 1)
				if (bcd[d*4 +: 4] >= 5)
					bcd[d*4 +: 4] = bcd[d*4 +: 4] + 3;
			bcd = bcd << 1; 
			bcd[0] = binary[b];
		end
	end
endmodule
==> results.cfg <==
; flow metrics
[drt]
antenna_left = 0
n_antenna_cell = 0
drt-initial-drc-count = 61
wire_per_inst_um = 12.2
routed_wl_mm = 3.44
viasPerCell = 5.07
dr.pass1.iters = 4
dr_total_vias = 1424
drc_errors = 0

[floorplanning]
chipArea_mm2 = 0.00640
die_w_um = 80
fp-utilization_pct = 31.5
core_mm2 = 0.00342
num_rows = 21
die_h_um = 80
pin_count = 20

[setup_path]
crit_slowest_cell = or3_4
cp_max_fo = 4
crit_path_end_kind = primary output
crit_type = input pin to primary output
cp_num_buf_inv = 5
cpPeakStageDelay_ns = 0.32
crit_path_frequent_cell = ha_4
critPathLaunchType = input pin
worstPathRequired_ns = 4.88
crit_family = simple AND/OR/NAND/NOR gates
critical_path_arrival_ns = 5.48

[synth]
yosysCellCount = 151
syn_avg_cell_area_um2 = 7.13
ys_seq_share_pct = 0
yosysUniqueCellTypes = 51
netlist_instances = 151
syn_area_mm2 = 0.00108
yosys_warnings = 1
ys_area_mm2 = 0.00108

[sta]
relSlewSlack_pct = 66.4
hold_ws_ns = 2.44
setup_viol = 3
rsz0062_at_grt = true
layout_min_cycle_time_ns = 6.70
hold_violations = 0
slew_violations = 0
setup_ws_ns = -0.597
tightest_slew_ns = 0.491
period_used_pct = 110
max_freq_mhz = 149

[layout]
drive_above_1_share_pct = 59.6
synthToLayoutAreaGrowth_pct = 97.0
seq_cell_count = 0
final_util_pct = 62.1
n_fill_cell = 279
nClkBuffers = 0
fin_area_mm2 = 0.00212
seq_area_um2 = 0

[worst_hold_path]
hold_end = bcd[0]
hp-class = input pin to primary output
hold_depth = 0
holdCritStartpoint = binary[0]

[global_routing]
antenna_found_initial = 0
grtUsageTotal_pct = 9.87
grt_pass1_vias = 1343
grt_max_degree = 13
grt-ovfl-total = 0
grt_pass1_wl_mm = 5.64

[status]
status = finished with violations
violations = negative setup slack

[power]
p_total_uw = 489
p_leak_nw = 0.966
cellPowerDensity_mw_per_mm2 = 231
ir_worst_vdd_uv = 99.0

[placement]
place_area_mm2 = 0.00178
io_buffers = 16
place.gp.congestion = 0.849
dp_slack_ns = -1.37
dp_hpwl_mm = 2.52

[flow_run]
warnings = 38
max-cap-violations = 0

[clock_network]
hold_buffers = 0
cells in the mapped netlist (all sizes together) (2+ instances only):
| cell type | instances | area [um2] |
|---|---|---|
| nand3 | 3 | 15.0 |
| mux2 | 6 | 75.1 |
| buf | 5 | 38.8 |
| clkbuf | 2 | 7.51 |
| a21o | 2 | 15.0 |
| or2 | 2 | 12.5 |
| ha | 9 | 113 |
| or3 | 3 | 23.8 |
| nand4 | 2 | 12.5 |
| o211ai | 3 | 22.5 |
| and3 | 2 | 12.5 |
| o21ba | 2 | 20.0 |
| nand2 | 17 | 63.8 |
| nand2b | 2 | 12.5 |
| mux2i | 8 | 87.6 |
| o221ai | 3 | 26.3 |
| a22oi | 3 | 36.3 |
| a211oi | 3 | 22.5 |
| inv | 9 | 33.8 |
| o21ai | 9 | 45.0 |
| a221o | 2 | 20.0 |
| a21oi | 12 | 67.6 |
| nor2b | 3 | 26.3 |
| xnor2 | 4 | 35.0 |
| nor2 | 12 | 45.0 |
| nor3 | 8 | 40.0 |
| a31oi | 2 | 12.5 |
routing by layer:
layer	vias up	track usage (%)	wire, um
li1	739	-	-
met1	659	13.8	1770
met2	24	17.4	1550
met3	2	0.227	98
met4	0	0	25
met5	-	0	0
how the worst max path moves through the flow:
stage,slack [ns],startpoint,to,cells past startpoint
after CTS,-0.56,binary[5],bcd[6],27
final,-0.60,binary[5],bcd[6],27
after global routing,-0.84,binary[5],bcd[6],27
logic make-up after synthesis:
family / synth area share, %
compound gates: 36.7
xor+xnor: 3.26
fa+ha+maj: 10.5
buf+inv: 7.44
mux: 15.1
other cells: 0.349
simple gates: 26.6
metrics by stage:
stage / cells / setup TNS, ns
2_1_floorplan: 152 / -1.03
4_1_cts: 276 / -1.63
5_1_grt: 281 / -2.27
3_3_place_gp: 259 / -5.29
3_5_place_dp: 259 / -6.13
6_report: 281 / -1.44
cell usage in the layout (no fill, tap or decap), types with 4 or more instances in the layout:
cell	Yosys	routed
o21ai_0	9	4
inv_1	9	5
buf_6	1	6
ha_4	0	4
nor2_1	12	10
clkdlybuf4s50_1	0	5
mux2i_1	6	4
buf_4	3	69
nand2_1	17	15
nor3_1	8	5
a21oi_1	10	7
ha_2	0	5
dlymetal6s2s_1	0	5
what timing repair did:
item                                    in CTS  in global routing
setup buffers                               17                  6
endpoints found under the setup margin       9                  8
gates resized                               38                 31
pin swaps                                   30                 22
power by group:
group	internal (mW)	switching, mW
registers	0	0
logic	0.279	0.209
clock network	0	0
total	0.279	0.209
cell type report:
| cell class | instances | area, um2 | share of cell area, % |
|---|---|---|---|
| multi-input cells | 136 | 1280 | 60.5 |
| repair buffers | 90 | 737 | 34.8 |
| well taps | 46 | 57.6 | 2.72 |
| inverters | 9 | 42.5 | 2.01 |
Power is estimated from default activity; no workload was simulated.
