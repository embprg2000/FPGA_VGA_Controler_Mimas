<file path="flow/design.v">
`timescale 1ns / 1ps
module seven_segment_decoder(value, dp, segments);
	input [3:0] value;
	input dp;
	output reg [7:0] segments;
	always @(value, dp) begin
		case (value)
			4'h1 : segments = 7'b1001111;
			4'h2 : segments = 7'b0010010;
			4'h3 : segments = 7'b0000110;
			4'h4 : segments = 7'b1001100;
			4'h5 : segments = 7'b0100100;
			4'h6 : segments = 7'b0100000;
			4'h7 : segments = 7'b0001111;
			4'h8 : segments = 7'b0000000;
			4'h9 : segments = 7'b0000100;
			4'hA : segments = 7'b0001000; 
			4'hB : segments = 7'b1100000;  
			4'hC : segments = 7'b0110001; 
			4'hD : segments = 7'b1000010;  
			4'hE : segments = 7'b0110000; 
			4'hF : segments = 7'b0111000; 
			4'h0 : segments = 7'b0000001;
			default : segments = 7'b1111111;
		endcase
		segments[7] = ~dp;
	end
endmodule
module seven_segment_mux(clk, value, dp, segments, anodes);
	function integer clog2;
	input integer value;
	begin
		value = value-1;
		for (clog2 = 0; value > 0; clog2 = clog2 + 1)
			value = value >> 1;
		end
	endfunction
	parameter WIDTH = 3;
	input clk;
	input [4*WIDTH-1:0] value;
	input [WIDTH-1:0] dp;
	output [7:0] segments;
	output [WIDTH-1:0] anodes;
	reg [clog2(WIDTH)-1:0] active = 0;
	seven_segment_decoder decoder(.value(value[active*4 +: 4]), .dp(dp[active]), .segments(segments));
	assign anodes = ~(1 << active);
	always @(posedge clk) active <= (active < WIDTH) ? (active + 1) : 0;
endmodule
`timescale 1ns / 1ps
module spi(CLKIN, SPI_SCK, SPI_SI, SPI_INITB, DIP, SPI_SO, LED, SSEG, ANODE);
	input CLKIN;
	input SPI_SCK;
	input SPI_SI;
	input SPI_INITB;
	input [8:1] DIP;
	output SPI_SO;
	output [1:1] LED;
	output [7:0] SSEG;
	output [3:1] ANODE;
	reg [2:0] SCKr;  always @(posedge CLKIN) SCKr <= {SCKr[1:0], SPI_SCK};
	wire SCK_risingedge = (SCKr[2:1]==2'b01);   
	wire SCK_fallingedge = (SCKr[2:1]==2'b10);   
	reg [2:0] SSELr;  always @(posedge CLKIN) SSELr <= {SSELr[1:0], SPI_INITB};
	wire SSEL_active = ~SSELr[1];   
	wire SSEL_startmessage = (SSELr[2:1]==2'b10);   
	wire SSEL_endmessage = (SSELr[2:1]==2'b01);   
	reg [1:0] MOSIr;  always @(posedge CLKIN) MOSIr <= {MOSIr[0], SPI_SI};
	wire MOSI_data = MOSIr[1];
	reg [2:0] bitcnt;
	reg byte_received;   
	reg [7:0] byte_data_received;
	seven_segment_mux mux(CLKIN, {8'b0, byte_data_received}, 3'b0, SSEG, ANODE);
	always @(posedge CLKIN)
	begin
	  if(~SSEL_active)
		 bitcnt <= 3'b000;
	  else
	  if(SCK_risingedge)
	  begin
		 bitcnt <= bitcnt + 3'b001;
		 byte_data_received <= {byte_data_received[6:0], MOSI_data};
	  end
	end
	always @(posedge CLKIN) byte_received <= SSEL_active && SCK_risingedge && (bitcnt==3'b111);
	reg LED;
	always @(posedge CLKIN) if(byte_received) LED <= byte_data_received[0];	
	reg [7:0] byte_data_sent;
	reg [7:0] cnt;
	always @(posedge CLKIN) if(SSEL_startmessage) cnt<=cnt+8'h1;   
	always @(posedge CLKIN)
	if(SSEL_active)
	begin
	  if(SCK_fallingedge)
	  begin
		 if(bitcnt==3'b000)
			byte_data_sent <= ~DIP;   
		 else
			byte_data_sent <= {byte_data_sent[6:0], 1'b0};
	  end
	end
	assign SPI_SO = byte_data_sent[7];   
endmodule
</file>
<file path="flow/run.sh">
#!/bin/bash
# OpenROAD 26Q1-2900-gdf79404cd8, Yosys 0.63+post, stock flow scripts
make -C /OpenROAD-flow-scripts/flow DESIGN_CONFIG=/design/flow/config.mk WORK_HOME=/design/flow/orfs finish
</file>
<file path="flow/config.mk">
export PLATFORM = sky130hd
export DESIGN_NAME = spi
export DESIGN_NICKNAME = spi
export VERILOG_FILES = /design/flow/design.v
export SDC_FILE = /design/flow/constraint.sdc
export NUM_CORES = 4
export LEC_CHECK = 1
export CORE_AREA = 10 10 103 103
export DIE_AREA = 0 0 113 113
</file>
<file path="flow/constraint.sdc">
current_design spi

set clk_period 3.5
set clk_io_pct 0.2

create_clock -name clk0 -period $clk_period [get_ports {CLKIN}]

set non_clock_inputs [all_inputs -no_clocks]
set_input_delay [expr $clk_period * $clk_io_pct] -clock clk0 $non_clock_inputs
set_output_delay [expr $clk_period * $clk_io_pct] -clock clk0 [all_outputs]
</file>
==> results.json <==
{
  "outcome": "finished clean",
  "hpwl_um": 2010,
  "hold_class": "register to register",
  "drc_errors": 0,
  "grt_pass1_vias": 1011,
  "ctsHoldBuffers": 0,
  "leakage_uw": 0.000732,
  "die_h_um": 113,
  "fmax_mhz": 307,
  "dieWidth_um": 113,
  "hold_violations": 0,
  "area_growth_syn_to_layout_pct": 30.0,
  "drt_iter0_markers": 47,
  "max_slew_margin_pct": 53.7,
  "most-common-layout-cells": "clkdlybuf4s50_1 (23), edfxtp_1 (17), dfxtp_1 (13), ha_1 (13)",
  "rows": 33,
  "crit_arrival_ns": 2.56,
  "setup_viol": 0,
  "grt_pass1_wl_um": 4590,
  "rr_startpoint": "SCKr[2]",
  "syn-instance-count": 127,
  "top_logic_kind": "simple AND/OR/NAND/NOR gates",
  "aoi_share_pct": 9.67,
  "layout-drive-gt1-share_pct": 9.55,
  "worstPathRequired_ns": 2.80,
  "lay_top_count": "clkdlybuf4s50_1",
  "antenna_cells": 0,
  "syn_area_um2": 1460,
  "chipArea_um2": 12800,
  "initial_utilization_pct": 17.6,
  "wl_per_cell_um": 10.1,
  "muxShareOfSynthArea_pct": 8.38,
  "start_kind": "register",
  "worstSkewPairLatency_ns": 0.27,
  "htree_levels": 2,
  "synth-xor-area-share_pct": 1.80,
  "grt_max_degree": 17,
  "crit_family": "simple AND/OR/NAND/NOR gates",
  "place.gp.congestion": 0.817,
  "ys_cells": 127,
  "crit_slowest_cell": "or4_1",
  "yosys_area_um2": 1460,
  "max_stage_delay_ns": 0.52,
  "cts_tree": "done",
  "hold_depth": 0,
  "ys_sh_adder_pct": 11.1,
  "simple_gate_area_share_pct": 11.5,
  "overflow": 0,
  "numSynthFlops": 30,
  "post_cts_buffers": 0,
  "cts_resized": 0,
  "cp_cell_sequence": "mux2i_1, or2_2, inv_1, ha_1, or4_1, o21ai_0, clkdlybuf4s50_1",
  "fill_cells": 879,
  "tool_warnings": 34,
  "powerDensity_nw_per_um2": 370,
  "holdWs_ns": 0.323,
  "r2r_slack_ns": 2.04,
  "hold_path.startpoint": "SCKr[0]",
  "synth_warnings": 4,
  "r2r-end": "byte_data_received[5]",
  "cts_sinks": 30,
  "antenna_found_initial": 0,
  "cts.clk_slew.worst_paths_ns": 0.06,
  "finalSetupTns_ns": 0,
  "root_buffer": "clkbuf_8",
  "holdPathEnd": "SCKr[1]",
  "finClkSkew_ns": 0.00333,
  "first_pass_iters": 4,
  "cts_made_buffers": 5,
  "ir_drop_mv": 0.220,
  "core-area_um2": 8300,
  "period_used_pct": 93.2,
  "r2r_cells": 2,
  "worst-path-buf-inv": 2,
  "tightest_slew_ns": 0.691,
  "drv_slew": 0,
  "synth_area_per_cell_um2": 11.5,
  "cp_max_fo": 6,
  "vias_per_cell": 3.63,
  "drv_cap": 0,
  "crit_type": "register to output port",
  "wl_um": 2640,
  "portBuffers": 23,
  "clk_path_buf_depth": 2,
  "vias": 951,
  "critPathCaptureType": "output port",
  "final_antenna_net_count": 0,
  "rsz0062_at_grt": "no",
  "ys_types": 33,
  "ios": 25,
  "min_period_ns": 3.26,
  "postSynthSeqShare_pct": 52.7,
  "track_usage_pct": 4.18
}
registers in the layout (all words and copies together) (netlist names):
register            cells
byte_data_sent          8
byte_received           1
byte_data_received      8
MOSIr                   2
SSELr                   2
LED                     1
bitcnt                  3
SCKr                    3
mux.active              2
Yosys cell counts (all sizes together):
cell	n	share of area (%)
edfxtp	17	35
dfxtp	13	18
ha	13	11
inv	11	2.8
mux2i	11	8.4
nand2	11	2.8
o21ai	9	3.1
nor2	8	2.1
a21oi	3	1.0
nand2b	3	1.3
or2	3	1.3
buf	2	1.3
clkbuf	2	0.51
nor2b	2	0.86
o22ai	2	0.86
xor2	2	1.2
a221oi	1	0.60
a311oi	1	0.60
a31oi	1	0.43
a32o	1	0.68
a41o	1	0.77
and2	1	0.43
conb	1	0.26
nand4bb	1	0.77
nor3b	1	0.51
o21a	1	0.51
o21bai	1	0.51
o22a	1	0.60
or4	1	0.51
or4b	1	0.94
xnor2	1	0.60
per-stage QoR:
stage	power, uW	setup WS (ns)	area, um^2	util, %	cells
finish	703	0.238	1900	22.9	262
global route	747	0.0348	1900	22.9	262
CTS	718	0.208	1900	22.9	262
detailed placement	455	0.529	1820	21.9	254
global placement	454	0.567	1820	21.9	254
floorplan	429	1.03	1460	-	127
logic make-up after synthesis:
group / count (synthesis)
fa+ha+maj: 13
mux: 11
compound gates: 22
flops: 30
other cells: 1
simple gates: 32
buf+inv: 15
xor+xnor: 3
power breakdown:
part	switching, uW	internal [uW]	total (uW)	leakage (uW)
sequential	6.14	387	393	0.000264
clock	120	136	257	0.0000426
combinational	23.8	30.4	54.2	0.000426
cell type report:
cell class,instances,area [um^2],share of cell area (%)
Sequential cell,30,771,40.5
Clock inverter,2,8.76,0.461
Multi-Input combinational cell,82,624,32.8
Tap cell,105,131,6.91
Inverter,11,41.3,2.17
Clock buffer,6,72.6,3.82
Timing Repair Buffer,26,253,13.3
worst max-delay path by stage:
stage                 slack, ns  endpoint  depth (start not counted)                   from
after CTS                  0.21   SSEG[4]                          7  byte_data_received[0]
after global routing       0.03   SSEG[4]                          7  byte_data_received[0]
final                      0.24   SSEG[4]                          7  byte_data_received[0]
per-layer routing:
metal / vias up / wire length, um / GRT usage [%]
met1: 429 / 1250 / 5.31
met3: 0 / 266 / 2.51
met2: 24 / 1120 / 6.18
met4: 0 / 0 / 0.423
met5: - / 0 / 0
li1: 498 / - / -
worst register-to-register path, cell delays in order, from the launching register on:
cell	delay, ns
dfxtp_1	0.30
nand2b_1	0.22
nor2_1	0.57
Power is estimated from default activity; no workload was simulated.
